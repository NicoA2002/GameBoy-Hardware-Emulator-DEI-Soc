==> /design/flow/design.v <==
module GameBoy_Joypad
(
	input 	logic 	clk,
	input 	logic	reset,
	input 	logic [7:0]  writedata_slv,
	input 	logic 	write_slv,
	input 			chipselect_slv,
	input	logic	P15,
	input 	logic 	P14,
	output  logic 	P13,
	output  logic 	P12,
	output  logic 	P11,
	output  logic 	P10
);
logic	[7:0]		joypad;
always_ff @(posedge clk)
begin
	if (reset) 
	begin
		joypad <= 8'h00;
	end 
	else if (chipselect_slv && write_slv)
	begin
		joypad <= writedata_slv;	
	end
end
always_comb
begin
	 P10 = 1;
	 P11 = 1;
	 P12 = 1;
	 P13 = 1;
    if (!P14)
	 begin
        if (joypad[0])	 
            P10 = 0;
        if (joypad[1])	 
            P11 = 0;
        if (joypad[2])	 
            P12 = 0;
        if (joypad[3])	 
            P13 = 0;
	 end
    if (!P15)
	 begin
        if (joypad[4])	 
            P10 = 0;
        if (joypad[5])	 
            P11 = 0;
        if (joypad[6])	 
            P12 = 0;
        if (joypad[7])	 
            P13 = 0;
	 end
end
endmodule
==> /design/flow/run.sh <==
#!/bin/bash
# OpenROAD 26Q1-2900-gdf79404cd8, Yosys 0.63+post, stock flow scripts
make -C /OpenROAD-flow-scripts/flow DESIGN_CONFIG=/design/flow/config.mk WORK_HOME=/design/flow/orfs finish
==> /design/flow/config.mk <==
export PLATFORM = sky130hd
export DESIGN_NAME = GameBoy_Joypad
export DESIGN_NICKNAME = GameBoy_Joypad
export VERILOG_FILES = /design/flow/design.v
export SDC_FILE = /design/flow/constraint.sdc
export NUM_CORES = 4
export LEC_CHECK = 1
export CORE_AREA = 10 10 70 70
export DIE_AREA = 0 0 80 80
export SYNTH_HDL_FRONTEND = slang
==> /design/flow/constraint.sdc <==
current_design GameBoy_Joypad

set clk_period 1.0
set clk_io_pct 0.2

create_clock -name clk0 -period $clk_period [get_ports {clk}]

set non_clock_inputs [all_inputs -no_clocks]
set_input_delay [expr $clk_period * $clk_io_pct] -clock clk0 $non_clock_inputs
set_output_delay [expr $clk_period * $clk_io_pct] -clock clk0 [all_outputs]
==> GITHUB_STEP_SUMMARY <==
## Implementation flow summary

| Metric | Value |
|---|---|
| Status | `finished with violations` |
| Failing checks | `negative setup slack` |
| Worst VDD drop | `about 220 uV` |
| YS chip area | `around 400 um2` |
| Syn. warnings | `0` |
| Core Rows | `21` |
| Vias per cell | `around 3.6` |
| Ys cells | `between 40 and 50` |
| Cell variety after synth | `11` |
| Commonest flop | `dfxtp_1` |
| Relative slew slack | `around four fifths` |
| Yosys top cell by area | `dfxtp_1` |
| Avg Cell Area, Syn | `9.40 um2` |
| Pre-antenna DRT Iters | `2` |
| Core area | `between 3000 and 4000 um2` |
| H-tree depth | `1` |
| # IOs | `18` |
| RD Place Congestion | `slightly above 0.7` |
| Fin crit period | `between 1 and 1.5 ns` |
| Clk root buf | `clkbuf_4` |
| Post-CTS Setup Bufs | `0` |
| RSZ-0062 raised after global routing | `true` |
| Final Setup Violations | `4` |
| Per-cell routed wire length | `about 11 um` |
| Worst setup margin | `-0.0444 ns` |
| CP max FO | `2` |
| Synth Register Bits | `8` |
| GRT Total Usage | `4.00%` |
| Top cells by area | `dfxtp_1 40%, a21bo_1 12%, a21oi_1 9.9%` |
| TritonCTS clock tree | `yes` |
| Initial antenna violation count | `0` |
| Leak Pwr | `0.246 nW` |
| Tightest Pin Transition | `between 0.3 and 0.4 ns` |
| Post-synthesis cell count | `around 43` |
| Diodes inserted | `0` |
| Asr flop ratio synth | `0%` |
| PortBufs | `17` |
| CP Data Required Time | `roughly 0.80 ns` |
| First-pass GRT wire length | `approximately 2.0 mm` |
| Floorplan utilization | `a little under an eighth` |
| Synth Seq Share | `39.6%` |
| Critical path arrival | `0.84 ns` |
| Top reg by flops | `joypad` |
| Skew final | `0 ns` |
| Die Span Y | `80 um` |
| Hold Vio Cnt, Final | `0` |
| Largest regs | `joypad: 8 flops` |
| Largest net degree at the start of global routing | `17` |
| Fin Hold WS | `~0.42 ns` |
| Vias | `approximately 380` |
| Clk latency of the worst-skew pair | `approximately 0.25 ns` |
| GRT overflow | `0` |
| Max_cap viols | `0` |
| Upper clock frequency limit | `957 MHz` |
| Area Growth Syn to Fin | `63.2%` |
| Routed wire length | `roughly 1.2 mm` |
| CTS Buf Count | `3` |
| Post-Syn Area | `between 400 and 500 um2` |
| Max-slew violation count | `0` |
| Clk buf depth | `2` |
| Most frequent cells after synthesis | `8 x a21oi_1, 8 x dfxtp_1, 8 x nand3_1` |
| Crit end category | `output pin` |
| Clock transition at the registers of the reported paths | `roughly 0.05 ns` |
| # hold bufs at CTS | `0` |
| Residual DRC | `0` |
| Placed instance count | `just over 100` |
| Top-area cell share | `approximately 40%` |
| Chip area | `~6400 um2` |
| Largest register FFs | `8` |
| Die width | `80 um` |
| Number of global-route vias before repair | `roughly 400` |
| Final period utilization | `104%` |
| Worst min-delay path class | `in -> reg` |
| Post-route ant nets | `0` |
| # clock sinks | `8` |
| Crit path launch type | `register` |
| Kind of critical path | `reg -> out` |
| Number of synthesized flops with an enable pin | `0` |
| Pre-CTS setup slack | `-0.684 ns` |
| Tool Warnings | `27` |
| Pwr per Cell Area | `approximately 1100 nW/um2` |
| 1st-iter DRT viols | `69` |
| Share of cells above drive strength 1 | `around two fifths` |
| Final Instance Count excl. Fillers | `about 110` |
[cells by family (layout without fill, tap and decap cells)]
| kind of cell | after synthesis | after routing | synth area share [%] |
|---|---|---|---|
| DFF | 8 | 8 | 39.6 |
| and+or+nand+nor | 8 | 8 | 9.91 |
| buffers and inverters | 7 | 24 | 13.3 |
| AOI/OAI and AO/OA | 20 | 20 | 37.2 |
[cell usage in the layout, fill, tap and decap left out]
cell type and n:
a21oi_1 7, dlymetal6s2s_1 2, dfxtp_2 4, clkdlybuf4s50_1 9, buf_12 2, dlygate4sd2_1 2, nand3_1 8, a21oi_2 1
a21bo_1 5, buf_2 4, a22oi_2 4, inv_2 2, dfxtp_1 4, clkbuf_4 3, a21bo_2 3
[routing by layer]
layer  routed length [um]  track usage (%)  vias up
li1                     -                -      191
met2                  500             5.78       14
met5                    0                0        -
met3                  166             2.84        4
met4                   14            0.880        0
met1                  511             4.69      171
[power breakdown]
group | total, mW | switching [mW] | internal [mW]
clock | 0.236 | 0.0998 | 0.137
combinational | 0.146 | 0.0560 | 0.0898
sequential | 0.345 | 0.00869 | 0.336
[through the flow]
step	power, mW	setup TNS, ns	utilization, %	cell area (um2)
3_3_place_gp	0.494	-4.23	18.3	626
6_report	0.727	-0.108	19.3	659
4_1_cts	0.731	-0.204	18.8	642
2_1_floorplan	0.413	0	-	404
5_1_grt	0.765	-0.317	19.3	659
3_5_place_dp	0.497	-4.32	18.3	626
[layout make-up]
cell class,instances,area (um2)
Multi-Input combinational cell,28,214
Inverter,2,7.51
Clock buffer,3,22.5
Fill cell,387,2760
Sequential cell,8,165
Timing Repair Buffer,19,193
Tap cell,46,57.6
[critical path: stages, from the launching register on]
cell	delay [ns]
dfxtp_2	0.32
a22oi_2	0.15
buf_2	0.12
[final timing paths]
check	from	endpoint	slack [ns]	cells after the start
setup / recovery	joypad[6]	P12	-0.04	2
hold / removal	write_slv	joypad[7]	0.42	4
setup reg to reg	joypad[0]	joypad[0]	0.25	2
hold reg to reg	joypad[5]	joypad[5]	0.58	2
[repair_timing]
| item | CTS | global route |
|---|---|---|
| cloned | 0 | 0 |
| pin swaps | 2 | 2 |
| gates resized | 20 | 7 |
| endpoints found under the setup margin | 4 | 10 |
Power and IR drop assume default switching activity.
