$ cat run.sh
#!/bin/bash
# OpenROAD 26Q1-2900-gdf79404cd8, Yosys 0.63+post, stock flow scripts
make -C /OpenROAD-flow-scripts/flow DESIGN_CONFIG=/design/flow/config.mk WORK_HOME=/design/flow/orfs finish
$ cat config.mk
export PLATFORM = sky130hd
export DESIGN_NAME = GameBoy_Cartridge
export DESIGN_NICKNAME = GameBoy_Cartridge
export VERILOG_FILES = /design/flow/design.v
export SDC_FILE = /design/flow/constraint.sdc
export NUM_CORES = 4
export LEC_CHECK = 1
export CORE_AREA = 10 10 76 76
export DIE_AREA = 0 0 86 86
export SYNTH_HDL_FRONTEND = slang
$ cat constraint.sdc
current_design GameBoy_Cartridge

set clk_period 2.8
set clk_io_pct 0.2

create_clock -name clk0 -period $clk_period [get_ports {clk}]

set non_clock_inputs [all_inputs -no_clocks]
set_input_delay [expr $clk_period * $clk_io_pct] -clock clk0 $non_clock_inputs
set_output_delay [expr $clk_period * $clk_io_pct] -clock clk0 [all_outputs]
$ cat design.v
module GameBoy_Cartridge
(
	input logic clk,
	input logic reset,
	output logic SYNC_clk,
	output logic GB_rst,
	output logic [25:0] address,
	output logic read,
	output logic write,
	input logic [7:0] readdata,
	output logic [7:0] writedata,
	input logic waitrequest,
	input logic [25:0] hps_address,
	input logic hps_read,
	input logic hps_write,
	output logic [7:0] hps_readdata,
	input logic [7:0] hps_writedata,
	output logic hps_waitrequest,
	input logic [15:0] CART_ADDR,
	output logic [7:0] CART_DATA_in,
	input logic [7:0] CART_DATA_out,
	input logic CART_RD,
	input logic CART_WR,
	output logic [9:0] LEDR
);
logic rom_load_done;
assign LEDR = {10{rom_load_done}};
logic double_speed, double_speed_req;
always_ff @(posedge clk)
begin
	if (reset)
	begin
		rom_load_done <= 0;
		double_speed_req <= 0;
	end
	else if (hps_address[25:0] == (26'h2000000 - 1) && hps_write && !hps_waitrequest) rom_load_done <= hps_writedata[0];
	else if (hps_address[25:0] == (26'h2000000 - 2) && hps_write && !hps_waitrequest);
	else if (hps_address[25:0] == (26'h2000000 - 3) && hps_write && !hps_waitrequest);
	else if (hps_address[25:0] == (26'h2000000 - 4) && hps_write && !hps_waitrequest); 
	else if (hps_address[25:0] == (26'h2000000 - 5) && hps_write && !hps_waitrequest);
	else if (hps_address[25:0] == (26'h2000000 - 6) && hps_write && !hps_waitrequest) double_speed_req <= hps_writedata;
end
always_comb
begin
	address = hps_address;
	read = hps_read;
	write = hps_write;
	hps_readdata = readdata;
	writedata = hps_writedata;
	hps_waitrequest = waitrequest;
	CART_DATA_in = 8'hFF;
	if (rom_load_done)
	begin
		address = {10'b0, CART_ADDR};
		read = CART_RD;
		write = 0;
		CART_DATA_in = readdata;
	end
end
logic [5:0] clk_div;
always_ff @(posedge clk)
begin
    if (reset || !rom_load_done) 
    begin
		GB_rst <= 1;
        double_speed <= 0;
    end
    else
    begin
		if (clk_div[2] && !clk_div[3] && double_speed_req) double_speed <= double_speed;
		else if (!clk_div[2] && clk_div[3] && !double_speed_req) double_speed <= double_speed;
		else double_speed <= double_speed_req;
		if (waitrequest && ((!double_speed && clk_div[3:0] == 4'b0111) || (double_speed && clk_div[2:0] == 3'b011))) clk_div <= clk_div;
		else clk_div <= clk_div + 1;
		GB_rst <= 0;
	end
end
assign SYNC_clk = double_speed ? clk_div[2] : clk_div[3];
endmodule
==> Slide: Implementation Results <==
Synthesis and Place & Route Summary

Final layout
  • Fraction of layout instances using a drive strength above 1: 0.1168
  • Post-synthesis to final-layout area growth: 108.4%
  • Most common logic cell in the routed design: sky130_fd_sc_hd__clkdlybuf4s50_1
  • Utilization after layout: 0.4886
  • Final Instance Area: 2011 µm²
  • Top Layout Cells: 114 x sky130_fd_sc_hd__clkdlybuf4s50_1, 18 x sky130_fd_sc_hd__mux2_2, 12 x sky130_fd_sc_hd__nor2b_1

Clock tree
  • Clock tree root driver cell: sky130_fd_sc_hd__clkbuf_8
  • Reg clk slew, reported paths: approximately 0.040 ns
  • Number of buffers on the longest clock path: 2
  • Cts bufs inserted: 3
  • H-tree depth reported by CTS: 1
  • TritonCTS clock tree: done
  • Post-CTS Setup Repair Bufs: 0
  • Num Clock Sinks: 8
  • Clock latency (worst-skew pair): roughly 0.23 ns
  • Hold buffer count at CTS: 0
  • Gates resized, CTS repair: 0

Detailed routing
  • Residual antenna-violating net count after detailed routing: 0
  • WL per Instance: 16.46 µm
  • Aggregate routed wire length: slightly above 4000 µm
  • Drt via density: around 4.2
  • Total via count after detailed routing: 1044
  • Count of inserted antenna diode cells: 0
  • Max Used Layer: met4
  • Met2 WL post-DR: 2034 µm
  • Detailed-routed wire length on met3: 517 µm
  • DRC viols: 0
  • First-pass iteration count of the detailed router: 4
  • Length of routed wiring on met1: 1498 µm
  • Violation count after the first detailed-route iteration: 21

Run status
  • Outcome: finished clean

Final timing
  • RSZ-0062 raised after global routing: false
  • Share of the clock period used by the worst path: 0.8393
  • Pin slew with the least headroom to its limit: a little over 0.4 ns
  • Post-route clock skew: 0.003691 ns
  • Setup total negative slack: 0 ns
  • Final-report hold violation count: 0
  • Max-slew violation count: 0
  • Maximum clock frequency: 0.4255 GHz
  • Slew margin rel.: 0.7317
  • Final period demand of the worst path: between 2 and 2.5 ns
  • Final number of setup-violating endpoints: 0

Power and ir drop
  • Standby leakage power: around 0.00072 µW
  • PD cells: 210.7 nW/µm²
  • Largest vdd supply drop: 83.62 µV

Synthesis
  • Sequential element share of the synthesized area: 0.2075
  • Number of flops mapped to enable cells by yosys: 4
  • Yosys Chip Area: 964.7 µm²
  • Number of cells in Yosys stat: 109
  • Distinct cells, synth: 24
  • Registers, synthesis: 8
  • Number of standard cells after synthesis: 109
  • YS warnings: 0
  • Share of flip-flops with an asynchronous set or reset after synthesis: 0
  • Area of the mapped netlist: ~960 µm²
  • Synth Flop Type: sky130_fd_sc_hd__edfxtp_1
  • Avg Synthesized Cell Area: 8.850 µm²

Global routing
  • Final global-route overflow total: 0
  • Initial antenna violation count: 0
  • Pin count of the biggest net entering global routing: 41
  • Total global-route track usage: 0.1023
  • Via count of the first global-routing pass: 1091
  • Wire length of the first global-routing pass: slightly above 6000 µm

Floorplanning
  • Y dimension of the die: about 86 µm
  • Top-level I/O count: 138
  • Die width: 86 µm
  • Placeable core region: 4115 µm²
  • Effective utilization at floorplan: 0.2344
  • Overall die area: ~7400 µm²
  • Row cnt: 23

Worst setup path
  • Critical path fanouts, max: 40
  • Worst Setup SP: rom_load_done
  • Critical path class: reg -> out
  • Critical path endpoint category: output port
  • Worst R2R End: clk_div[2]
  • Signal arrival time at the worst endpoint: between 1.5 and 2 ns
  • Startpoint kind of the worst setup timing path: flop
  • Register-to-Register Path Depth: 5
  • Crit path DRT: 2.24 ns
  • Reg-to-reg slack, setup: 1.13 ns
  • Reg2reg start: clk_div[0]

Hold path
  • End of the worst hold path: double_speed
  • Critical hold path startpoint: double_speed_req
  • Worst hold stages: 2
  • Hold Crit Class: reg -> reg

Place
  • Final HPWL DP: 3600 µm
  • Number of buffers added on ports: roughly 110
  • Final GP Congestion: between 0.8 and 0.9
  • Area post-placement: 1966 µm²

Flow run
  • Log Warnings: 34
  • # Max-Cap Violations: 0
-- final cells by class --
type                       count  area, µm²
fill                         364       2105
sequential                     8      200.2
multi-input combinational     67      530.5
inverter                       3      11.26
tap                           50      62.56
timing repair buffer         115       1161
clock buffer                   4      45.04
-- worst max path at each step --
stage / end / slack [ns] / depth (start not counted)
after CTS: address[13] / 0.40 / 3
after global routing: address[13] / 0.35 / 3
final: address[6] / 0.45 / 3
-- report_power, final --
group / internal [µW] / switching [µW] / total, µW / leakage, µW
combinational: 129 / 29.3 / 158 / 0.000638
clock: 98.6 / 44.3 / 143 / 0.0000228
sequential: 122 / 0.000000308 / 122 / 0.0000608
-- registers in the layout (all words and copies together) (netlist names) --
name and count:
double_speed_req 1, GB_rst 1, double_speed 1, rom_load_done 1, clk_div 4
-- cells in the mapped netlist, drive strengths merged, types with 2 or more instances --
library cell,instances,share of area
inv,3,0.012
nand2,2,0.0078
buf,29,0.22
nor2,2,0.0078
clkbuf,2,0.0078
nand3,2,0.010
nand4,4,0.026
or2b,2,0.016
nand2b,9,0.058
ha,2,0.026
mux2i,2,0.021
a21oi,2,0.010
nand4b,2,0.018
mux2,18,0.21
nor2b,12,0.078
o21ai,3,0.016
dfxtp,4,0.083
edfxtp,4,0.12
-- per-layer routing --
metal | vias up | track usage
met1 | 450 | 0.1095
met5 | - | 0
met4 | 0 | 0.01048
met2 | 64 | 0.1839
li1 | 528 | -
met3 | 2 | 0.04766
-- per-stage QoR --
step | power [µW] | setup slack [ns] | std cells | hold WS (ns)
after floorplan | 156.6 | 0.9708 | 109 | 0.4581
after global routing | 450.6 | 0.3457 | 247 | 0.5148
after detailed placement | 284.4 | 0.5486 | 243 | 0.4841
after CTS | 431.1 | 0.4034 | 247 | 0.4928
after global placement | 284.1 | 0.5402 | 243 | 0.4833
final | 423.6 | 0.4500 | 247 | 0.4958
-- critical path: stages (launching register included) --
cell and delay [ns]:
sky130_fd_sc_hd__dfxtp_1 0.52, sky130_fd_sc_hd__buf_12 0.25, sky130_fd_sc_hd__mux2_2 0.35, sky130_fd_sc_hd__clkdlybuf4s50_1 0.43
-- logic make-up (layout without fill, tap and decap cells) --
| group | after synthesis | after routing | share of synthesized area |
|---|---|---|---|
| adders and majority gates | 2 | 2 | 0.02594 |
| buffers and inverters | 34 | 122 | 0.2425 |
| AOI/OAI and AO/OA | 5 | 5 | 0.02594 |
| xor gates and xnor gates | 1 | 1 | 0.009081 |
| DFF | 8 | 8 | 0.2075 |
| muxes | 20 | 20 | 0.2309 |
| and+or+nand+nor | 39 | 39 | 0.2581 |
Power is estimated from default activity; no workload was simulated.
